**./run.sh**
```bash
#!/bin/bash
# OpenROAD 26Q1-2900-gdf79404cd8, Yosys 0.63+post, stock flow scripts
make -C /OpenROAD-flow-scripts/flow DESIGN_CONFIG=/design/flow/config.mk WORK_HOME=/design/flow/orfs finish
```
**./config.mk**
```make
export PLATFORM = sky130hd
export DESIGN_NAME = ws2811
export DESIGN_NICKNAME = ws2811
export VERILOG_FILES = /design/flow/design.v
export SDC_FILE = /design/flow/constraint.sdc
export NUM_CORES = 4
export LEC_CHECK = 1
export CORE_UTILIZATION = 30
```
**./constraint.sdc**
```tcl
current_design ws2811

set clk_period 2.3
set clk_io_pct 0.2

create_clock -name clk0 -period $clk_period [get_ports {clk}]

set non_clock_inputs [all_inputs -no_clocks]
set_input_delay [expr $clk_period * $clk_io_pct] -clock clk0 $non_clock_inputs
set_output_delay [expr $clk_period * $clk_io_pct] -clock clk0 [all_outputs]
```
**./design.v**
```verilog
module ws2811
  #(
    parameter NUM_LEDS          = 4,           
    parameter SYSTEM_CLOCK      = 100_000_000  
    )
   (
    input                              clk,           
    input                              reset,         
    output                             data_request,  
    output                             new_address,   
    output reg [LED_ADDRESS_WIDTH-1:0] address,       
    input [7:0]                        red_in,        
    input [7:0]                        green_in,      
    input [7:0]                        blue_in,       
    output reg                         DO             
    );
   function integer log2;
      input integer                    value;
      begin
         value = value-1;
         for (log2=0; value>0; log2=log2+1)
           value = value>>1;
      end
   endfunction
   localparam integer LED_ADDRESS_WIDTH = log2(NUM_LEDS);          
   localparam integer CYCLE_COUNT         = SYSTEM_CLOCK / 800000;
   localparam integer H0_CYCLE_COUNT      = 0.32 * CYCLE_COUNT;
   localparam integer H1_CYCLE_COUNT      = 0.64 * CYCLE_COUNT;
   localparam integer CLOCK_DIV_WIDTH     = log2(CYCLE_COUNT);
   localparam integer RESET_COUNT         = 100 * CYCLE_COUNT;
   localparam integer RESET_COUNTER_WIDTH = log2(RESET_COUNT);
   reg [CLOCK_DIV_WIDTH-1:0]             clock_div;            
   reg [RESET_COUNTER_WIDTH-1:0]         reset_counter;        
   localparam STATE_RESET    = 3'd0;
   localparam STATE_LATCH    = 3'd1;
   localparam STATE_PRE      = 3'd2;
   localparam STATE_TRANSMIT = 3'd3;
   localparam STATE_POST     = 3'd4;
   reg [2:0]                           state;               
   localparam COLOR_G     = 2'd0;
   localparam COLOR_R     = 2'd1;
   localparam COLOR_B     = 2'd2;
   reg [1:0]                           color;               
   reg [7:0]                           red;
   reg [7:0]                           green;
   reg [7:0]                           blue;
   reg [7:0]                           current_byte;        
   reg [2:0]                           current_bit;         
   wire                                reset_almost_done;
   wire                                led_almost_done;
   assign reset_almost_done = (state == STATE_RESET) && (reset_counter == RESET_COUNT-1);
   assign led_almost_done   = (state == STATE_POST)  && (color == COLOR_B) && (current_bit == 0) && (address != 0);
   assign data_request = reset_almost_done || led_almost_done;
   assign new_address  = (state == STATE_PRE) && (current_bit == 7);
   always @ (posedge clk) begin
      if (reset) begin
         address <= 0;
         state <= STATE_RESET;
         DO <= 0;
         reset_counter <= 0;
         color <= COLOR_G;
         current_bit <= 7;
      end
      else begin
         case (state)
           STATE_RESET: begin
              DO <= 0;
              if (reset_counter == RESET_COUNT-1) begin
                 reset_counter <= 0;
                 state <= STATE_LATCH;
              end
              else begin
                 reset_counter <= reset_counter + 1;
              end
           end  
           STATE_LATCH: begin
              red <= red_in;
              blue <= blue_in;
              address <= address + 1;
              color <= COLOR_G;
              current_byte <= green_in;
              current_bit <= 7;
              state <= STATE_PRE;
           end
           STATE_PRE: begin
              clock_div <= 0;
              DO <= 1;
              state <= STATE_TRANSMIT;
           end
           STATE_TRANSMIT: begin
              if (current_byte[7] == 0 && clock_div >= H0_CYCLE_COUNT) begin
                 DO <= 0;
              end
              else if (current_byte[7] == 1 && clock_div >= H1_CYCLE_COUNT) begin
                 DO <= 0;
              end
              if (clock_div == CYCLE_COUNT-1) begin
                 state <= STATE_POST;
              end
              else begin
                 clock_div <= clock_div + 1;
              end
           end
           STATE_POST: begin
              if (current_bit != 0) begin
                 current_byte <= {current_byte[6:0], 1'b0};
                 case (current_bit)
                    7: current_bit <= 6;
                    6: current_bit <= 5;
                    5: current_bit <= 4;
                    4: current_bit <= 3;
                    3: current_bit <= 2;
                    2: current_bit <= 1;
                    1: current_bit <= 0;
                 endcase
                 state <= STATE_PRE;
              end
              else begin
                 case (color)
                    COLOR_G: begin
                       color <= COLOR_R;
                       current_byte <= red;
                       current_bit <= 7;
                       state <= STATE_PRE;
                    end
                   COLOR_R: begin
                      color <= COLOR_B;
                      current_byte <= blue;
                      current_bit <= 7;
                      state <= STATE_PRE;
                   end
                   COLOR_B: begin
                      if (address == 0) begin
                         state <= STATE_RESET;
                      end
                      else begin
                         state <= STATE_LATCH;
                      end
                   end
                 endcase  
              end
           end
         endcase
      end
   end
endmodule
```
==> results.txt <==
Physical implementation.

- By startpoint and endpoint, the worst setup path is classified as register to output port.
- The die boundary height is 98.4 um.
- Each instance of the synthesized netlist takes up on average around 11 sq um.
- The type of origin of the critical path is a register.
- The largest area contributor in the synthesized netlist is sky130_fd_sc_hd__edfxtp_1.
- The worst-case IR drop observed on VDD is ~0.38 mV.
- The synthesis report lists the Yosys warning total as 3.
- The final weighted congestion of routability-driven global placement is about 0.83.
- The wire length recorded after detailed routing is between 4000 and 5000 um.
- The worst register-to-register path has a depth of 7.
- The final count of pins violating max slew is 0.
- Pin placement for this block handled 31 I/O pins.
- The maximum single-stage delay on the critical path is 0.46 ns.
- The fraction of the core area occupied by cells at floorplan is 31.5%.
- TritonCTS built the clock tree.
- The areal power density over the cells is approximately 580 nW/um^2.
- The commonest cells after synthesis are 31 x sky130_fd_sc_hd__edfxtp_1, 28 x sky130_fd_sc_hd__dfxtp_1, 26 x sky130_fd_sc_hd__nor2_1.
- Per the post-synthesis report, the number of cells in the design is 262.
- Per the CTS log, the buffer count on the longest clock path is 2.
- The path with the worst hold slack has its endpoint at DO.
- The number of H-tree levels is 3.
- STA classifies the critical path endpoint as an output port.
- The endpoint required time on the critical path is 1.84 ns.
- Dividing the detail-routed via count by the number of cells gives around 4.7.
- The worst hold path class is register to register.
- The post-synth count of flops with an enable pin is 31.
- The first detailed-routing pass took 15 iterations.
- After floorplanning, the die was sized to cover just under 10000 sq um.
- The warning total across the stage logs is 29.
- Per the post-run analysis, buffers plus inverters along the critical path come to 1.
- Looking at the reg2reg group, the worst path ends at current_bit[1].
- The worst-margin pin slew is 0.364 ns.
- The core region is 8850 sq um.
- The number of endpoints failing setup at the final stage is 0.
- The final timing summary puts the cycle share of the worst path at between 90 and 100%.
- Hold analysis shows the worst path with a depth of 2.
- The critical path's slowest cell is sky130_fd_sc_hd__or4b_4.
- Summing all non-filler instances in the final layout gives an area of between 3000 and 4000 sq um.
- Global routing used roughly 11% of the available tracks across all layers.
- The peak fanout along the critical path is 2.
- Per the run summary, max-cap violations total 0.
- The first global-routing pass estimated 8850 um of wire.
- The initial antenna violation count is 0.
- The power report puts the leakage power at 1.27 nW.
- The flow ran to the end, and the final reports show no timing, DRC or antenna violations.
- The library cell with the highest instance count after synthesis is sky130_fd_sc_hd__edfxtp_1.
- The clock slew at the register clock pins of the worst setup and hold paths is 0.07 ns.
- Setup repair after global routing left no endpoint under its margin.
- The final hold violation count is 0.
- The main area contributors are sky130_fd_sc_hd__edfxtp_1 33%, sky130_fd_sc_hd__dfxtp_1 20%, sky130_fd_sc_hd__ha_1 3.6%.
- Grouping stages by cell kind, the critical path spends the most delay in simple AND/OR/NAND/NOR gates.
- The initial detailed-routing violation count is 91.
- The layout cell share with drive strength beyond 1 is 16.1%.
- The number of distinct library cells after synthesis is ~50.
- The tightest slew margin relative to the limit is 75.7%.
- The number of clock sinks is 59.
- The launch instance of the worst register-to-register path is current_bit[0].
- The clock latency at the later pin of the worst-skew pair is ~0.34 ns.
- The leftover overflow at the end of global routing is 0.
- In this run the tool buffered the top-level ports with 30 buffer cells.
- The number of global-route vias before repair is 1907.
- The accumulated negative setup slack is 0 ns.
- The flow measured a signed area growth from synthesis to layout of 25.5%.
- The worst hold path begins at state[2].
- The maximum number of pins on one net before global-route repair is 22.
- The largest clock skew in the final design is about 0.010 ns.
- Once detail routing completed, the nets flagged for antenna violations numbered 0.
- The number of rows in the core area is 34.
- At the worst endpoint, the arrival time is 1.77 ns.
- The top-area cell type share of the netlist area is 33.4%.
- The synthesized netlist has a Yosys-reported chip area of 2790 sq um.
- The die is 98.4 um wide.
- The buffer type at the clock tree root is sky130_fd_sc_hd__clkbuf_8.
- The part of the Yosys area used for sequential elements is 53.5%.
- The DRC violation total left in the routed layout is recorded as 0.
- The number of diodes is 0.
- The post-synthesis cell area is 2790 sq um.
- Per the synth stats, the flop cell with the highest instance count is sky130_fd_sc_hd__edfxtp_1.
- Counting flops with an async set or reset pin after synthesis yields a share of 0%.
- The total CTS buffers is 9.
- The peak clock frequency supported by timing is 449 MHz.
- The wire length per cell after detailed routing is approximately 12 um.
- The shortest period the worst path allows is 2.23 ns.
- The setup slack on the worst flop-to-flop path is roughly 0.30 ns.
- Per the Yosys statistics, synthesis produced 262 cells.
- The standard cell area after detailed placement is between 3000 and 4000 sq um.
- The synthesis-stage register bit count is a little under 60.
- The HPWL after detailed placement is 3350 um.
- Listed in order, past its start point the critical path passes ha_4 -> or4b_4 -> nor4_4 -> a21o_2 -> buf_2.
- The total vias in the final route is 1977.
- The number of fill cells is 863.
[sequential cells by signal, summed over array words and instances, names as in the netlist]
name,cells
DO,1
address,2
blue,8
clock_div,7
color,3
current_bit,3
current_byte,8
red,8
reset_counter,14
state,5
[routing by layer]
metal | wire [um] | track usage, % | share of wire, % | up-vias
met2 | 2040 | 16.5 | 41 | 39
met1 | 2610 | 18.6 | 53 | 902
li1 | - | - | - | 1026
met3 | 199 | 1.89 | 4.0 | 10
met4 | 106 | 2.53 | 2.1 | 0
met5 | 0 | 0 | 0 | -
[what timing repair did]
| item | in CTS | in global routing |
|---|---|---|
| setup buffers | 2 | 0 |
| hold buffers | 0 | 0 |
| resized | 7 | 0 |
| setup endpoints to repair | 1 | 1 |
| pin swaps | 3 | 1 |
| hold endpoints to repair | 0 | 0 |
[logic make-up (layout without fill, tap and decap cells)]
logic type,after synthesis,count (layout),share of synthesized area (%)
AND-OR/OR-AND,39,39,9.52
XOR/XNOR,18,18,5.66
adder cells (fa/ha/maj),8,8,3.59
buffers and inverters,30,84,4.67
flip-flops,59,59,53.5
multiplexers,11,11,3.99
AND/OR/NAND/NOR,97,97,19.1
[cells in the final DEF, fill, tap and decap left out, types with 7 or more instances in the layout]
cell                               n
sky130_fd_sc_hd__dfxtp_1          26
sky130_fd_sc_hd__nor2_1           26
sky130_fd_sc_hd__xnor2_1          10
sky130_fd_sc_hd__o21ai_0          11
sky130_fd_sc_hd__nand2_1          17
sky130_fd_sc_hd__ha_1              7
sky130_fd_sc_hd__nor2b_1           7
sky130_fd_sc_hd__buf_4            20
sky130_fd_sc_hd__nand3_1          10
sky130_fd_sc_hd__clkdlybuf4s50_1  29
sky130_fd_sc_hd__clkbuf_8          9
sky130_fd_sc_hd__o211ai_1          7
sky130_fd_sc_hd__xor2_1            8
sky130_fd_sc_hd__inv_1            18
sky130_fd_sc_hd__edfxtp_1         31
sky130_fd_sc_hd__mux2i_1          10
[worst register-to-register path: stages, from the launching register on]
cell and delay [ns]:
sky130_fd_sc_hd__dfxtp_1 0.38, sky130_fd_sc_hd__inv_1 0.08, sky130_fd_sc_hd__ha_1 0.22, sky130_fd_sc_hd__nor2b_1 0.15, sky130_fd_sc_hd__buf_4 0.21, sky130_fd_sc_hd__a31o_2 0.27, sky130_fd_sc_hd__or4_1 0.50, sky130_fd_sc_hd__o31a_1 0.11
[report_power, final]
group | switching (mW) | total, mW | internal, mW
Sequential | 0.00385 | 1.11 | 1.11
Clock | 0.441 | 0.836 | 0.395
Combinational | 0.0328 | 0.0911 | 0.0583
Total | 0.478 | 2.04 | 1.56
[how the worst max path moves through the flow]
stage	from	cells past startpoint	slack, ns	endpoint
finish	reset_counter[1]	5	0.07	data_request
global route	reset_counter[1]	5	0.005	data_request
CTS	reset_counter[1]	5	0.02	data_request
[per-stage QoR]
step | instances | hold slack, ns | utilization, % | power [mW] | setup WS, ns
after floorplan | 262 | 0.460 | - | 1.16 | 0.296
after global placement | 406 | 0.498 | 37.2 | 1.22 | 0.0400
after detailed placement | 406 | 0.498 | 37.2 | 1.22 | 0.0227
after CTS | 424 | 0.509 | 39.5 | 2.06 | 0.0180
after global routing | 424 | 0.541 | 39.5 | 2.13 | 0.00452
final | 424 | 0.501 | 39.5 | 2.04 | 0.0725
[cell type report]
type	count	area (sq um)	share of cell area, %
clock buffers	9	124	3.54
clock inverters	7	53.8	1.54
inverters	18	67.6	1.93
flip-flops and latches	59	1490	42.7
well taps	108	135	3.86
multi-input cells	173	1180	33.7
repair buffers	50	445	12.7
Power and IR drop assume default switching activity.
